### ./run.sh
#!/bin/bash
# OpenROAD 26Q1-2900-gdf79404cd8, Yosys 0.63+post, stock flow scripts
make -C /OpenROAD-flow-scripts/flow DESIGN_CONFIG=/design/flow/config.mk WORK_HOME=/design/flow/orfs finish
### ./config.mk
export PLATFORM = sky130hd
export DESIGN_NAME = top
export DESIGN_NICKNAME = top
export VERILOG_FILES = /design/flow/design.v
export SDC_FILE = /design/flow/constraint.sdc
export NUM_CORES = 4
export LEC_CHECK = 1
export CORE_AREA = 10 10 107 107
export DIE_AREA = 0 0 117 117
### ./constraint.sdc
current_design top

set clk_period 3.2
set clk_io_pct 0.2

create_clock -name clk0 -period $clk_period [get_ports {CLK100MHZ}]

set non_clock_inputs [all_inputs -no_clocks]
set_input_delay [expr $clk_period * $clk_io_pct] -clock clk0 $non_clock_inputs
set_output_delay [expr $clk_period * $clk_io_pct] -clock clk0 [all_outputs]
### ./design.v
`timescale 1ns / 1ps
module cathodeControl(input [3:0] digit1,input [3:0] digit2,input [3:0] digit3, input [3:0] digit4,input [3:0] digit5,input [3:0] digit6,input [2:0] selector,output reg [3:0] out);
    always@(selector) begin      
            case(selector)
                0: out = digit1;
                1:  out = digit2;
                2:  out = digit3;
                3:  out = digit4;
                4:  out = digit5;
                5:  out = digit6;
                default: out = 0;
            endcase
       end
endmodule
`timescale 1ns/10ps
module cathode_top
  (
   input wire         clk,              
   input wire [3:0]   encoded,          
   input wire         digit_point,       
   output reg [7:0] cathode              
   );
  always_ff @(posedge clk) begin
    cathode[7] <= digit_point;
    case (encoded)
      4'h0: cathode[6:0] <= 7'b1000000;
      4'h1: cathode[6:0] <= 7'b1111001;
      4'h2: cathode[6:0] <= 7'b0100100;
      4'h3: cathode[6:0] <= 7'b0110000;
      4'h4: cathode[6:0] <= 7'b0011001;
      4'h5: cathode[6:0] <= 7'b0010010;
      4'h6: cathode[6:0] <= 7'b0000010;
      4'h7: cathode[6:0] <= 7'b1111000;
      4'h8: cathode[6:0] <= 7'b0000000;
      4'h9: cathode[6:0] <= 7'b0010000;
      4'hA: cathode[6:0] <= 7'b0001000;
      4'hB: cathode[6:0] <= 7'b0000011;
      4'hC: cathode[6:0] <= 7'b1000110;
      4'hD: cathode[6:0] <= 7'b0100001;
      4'hE: cathode[6:0] <= 7'b0000110;
      4'hF: cathode[6:0] <= 7'b0001110;
    endcase
  end
endmodule
`timescale 1ns / 1ps
module rgb_controller(input clk_in, input rst_in, input [7:0] r_in, 
input [7:0] g_in, input [7:0] b_in, output r_out, output g_out, output b_out);
wire [7:0] rdut ;       
wire [7:0] gdut ;        
wire [7:0] bdut ;        
reg [2:0] red_bits = 5;    
reg [2:0] green_bits = 6;  
reg [2:0] blue_bits = 5;   
switch_to_duty stdr(clk_in,r_in,rdut,red_bits);
switch_to_duty stdg(clk_in,g_in,gdut,green_bits);
switch_to_duty stdb(clk_in,b_in,bdut,blue_bits);
PWM pwmr(rdut,clk_in,rst_in,r_out);
PWM pwmg(gdut,clk_in,rst_in,g_out);
PWM pwmb(bdut,clk_in,rst_in,b_out);
endmodule
`timescale 1ns / 1ps
module ssd_controller(
    input wire                         clk,    
    input wire                         reset,  
    input wire [7:0] red,           
    input wire [7:0] green,         
    input wire [7:0] blue,          
    output reg [7:0]    anode,      
    output reg [7:0]                 cathode      
    );
   parameter INTERVAL = 10000;   
    reg [13:0]        refresh_count;     
    reg [2:0]    anode_count;            
    reg [3:0] cathode_passthrough;       
    cathodeControl cathctrl(red [7:4],red [3:0],green [7:4],green [3:0],blue [7:4],blue [3:0], anode_count,cathode_passthrough);
    cathode_top ct(clk,cathode_passthrough,1,cathode);
    initial begin
        refresh_count = 0;
        anode_count   = 0;
    end
   always @(posedge clk) begin
        if (refresh_count == INTERVAL) begin
          refresh_count          <= 0;
          anode_count            <= anode_count + 1;
        end else refresh_count <= refresh_count + 1;
        anode                    <= '1;
        if(anode_count != 6 && anode_count != 7)
            anode[anode_count]       <= '0;
        if (reset) begin
          refresh_count          <= '0;
          anode_count            <= '0;
        end
      end
endmodule
`timescale 1ns / 1ps
module switch_to_duty(input clk, input [7:0] switch, output [7:0] dut, input [2:0] bits);
reg [7:0] duty;
assign dut = duty;
always @(posedge clk) begin
    if(bits == 6) begin
        case (switch) 
        (7'h0): duty = 0;
        (7'h1): duty = 4;
        (7'h2): duty = 8;
        (7'h3): duty = 12;
        (7'h4): duty = 16;
        (7'h5): duty = 20;
        (7'h6): duty = 24;
        (7'h7): duty = 28;
        (7'h8): duty = 32;
        (7'h9): duty = 36;
        (7'ha): duty = 40;
        (7'hb): duty = 44;
        (7'hc): duty = 48;
        (7'hd): duty = 52;
        (7'he): duty = 56;
        (7'hf): duty = 60;
        (7'h10): duty = 64;
        (7'h11): duty = 68;
        (7'h12): duty = 72;
        (7'h13): duty = 76;
        (7'h14): duty = 80;
        (7'h15): duty = 84;
        (7'h16): duty = 88;
        (7'h17): duty = 92;
        (7'h18): duty = 96;
        (7'h19): duty = 100;
        (7'h1a): duty = 104;
        (7'h1b): duty = 108;
        (7'h1c): duty = 112;
        (7'h1d): duty = 116;
        (7'h1e): duty = 120;
        (7'h1f): duty = 124;
        (7'h20): duty = 128;
        (7'h21): duty = 132;
        (7'h22): duty = 136;
        (7'h23): duty = 140;
        (7'h24): duty = 144;
        (7'h25): duty = 148;
        (7'h26): duty = 152;
        (7'h27): duty = 156;
        (7'h28): duty = 160;
        (7'h29): duty = 164;
        (7'h2a): duty = 168;
        (7'h2b): duty = 172;
        (7'h2c): duty = 176;
        (7'h2d): duty = 180;
        (7'h2e): duty = 184;
        (7'h2f): duty = 188;
        (7'h30): duty = 192;
        (7'h31): duty = 196;
        (7'h32): duty = 200;
        (7'h33): duty = 204;
        (7'h34): duty = 208;
        (7'h35): duty = 212;
        (7'h36): duty = 216;
        (7'h37): duty = 220;
        (7'h38): duty = 224;
        (7'h39): duty = 228;
        (7'h3a): duty = 232;
        (7'h3b): duty = 236;
        (7'h3c): duty = 240;
        (7'h3d): duty = 244;
        (7'h3e): duty = 248;
        (7'h3f): duty = 255;   
        default: duty = 0;
        endcase
    end else if (bits == 5) begin
        case (switch) 
        (7'h0): duty = 0;
        (7'h1): duty = 8;
        (7'h2): duty = 16;
        (7'h3): duty = 24;
        (7'h4): duty = 32;
        (7'h5): duty = 40;
        (7'h6): duty = 48;
        (7'h7): duty = 56;
        (7'h8): duty = 64;
        (7'h9): duty = 72;
        (7'ha): duty = 80;
        (7'hb): duty = 88;
        (7'hc): duty = 96;
        (7'hd): duty = 104;
        (7'he): duty = 112;
        (7'hf): duty = 120;
        (7'h10): duty = 128;
        (7'h11): duty = 136;
        (7'h12): duty = 144;
        (7'h13): duty = 152;
        (7'h14): duty = 160;
        (7'h15): duty = 168;
        (7'h16): duty = 176;
        (7'h17): duty = 184;
        (7'h18): duty = 192;
        (7'h19): duty = 200;
        (7'h1a): duty = 208;
        (7'h1b): duty = 216;
        (7'h1c): duty = 232;
        (7'h1d): duty = 240;
        (7'h1e): duty = 248;
        (7'h1f): duty = 255;
        default: duty = 0;
        endcase
     end else  duty = 0;
 end
endmodule
`timescale 1ns / 1ps
module top(input wire CLK100MHZ,input wire BTNC,input wire [15:0] SW,output wire LED16_R,output wire LED16_G, output wire LED16_B,output [4:1]JA,
output wire [7:0] AN,output wire [7:0] cathode);
rgb_controller rgbc(CLK100MHZ,BTNC,SW[15:11],SW[10:5],SW[4:0],LED16_R,LED16_G,LED16_B);
ssd_controller ssd(CLK100MHZ,BTNC,SW[15:11],SW[10:5],SW[4:0],AN,cathode);
assign JA[1] = LED16_R;
assign JA[2] = LED16_G;
assign JA[3] = LED16_B;
assign JA[4] = CLK100MHZ;
endmodule
`timescale 1ns / 1ps
module PWM (input [15:0] Period, input [7:0] Duty,input BurstMode,input BurstType, input SysClk,
            input Reset, 
            output pwm);
 reg [15:0] Counter;           
 reg [15:0] TransitionTime;    
 reg [15:0] BurstCounter;      
 reg [15:0] BurstPeriod;       
 reg [15:0] BurstTransitionTime;   
 reg Out;                           
 reg [2:0] CurrentState = START, NextState = START;    
 parameter START = 0, ON = 1, OFF = 2, BURSTON = 3, BURSTOFF = 4, BURSTSWITCH = 5, SWITCH = 6;   
 assign pwm = Out;   
 initial begin
    TransitionTime = (Period * Duty)/100;
    if(BurstType) begin
        BurstPeriod = TransitionTime >> 4;
        BurstTransitionTime = TransitionTime >> 5;
   end else begin
        BurstPeriod = TransitionTime >> 3;
        BurstTransitionTime = TransitionTime >> 4;
   end
 end
 always @ (posedge SysClk) begin
    if(Reset) CurrentState <= START;
    else CurrentState <= NextState;
 end
 always @ (CurrentState,Counter) begin
    case (CurrentState) 
        START:                                          
                if(BurstMode) NextState = BURSTON;
                else NextState = ON;
        ON:                                            
                if(Counter >= Period - 1) NextState = SWITCH;
                else if(Counter >= TransitionTime - 1) NextState = OFF;
                else NextState = ON;
        OFF:                                           
                if(Counter >= Period - 1) NextState = SWITCH;
                else NextState = OFF;
        BURSTON:                                      
                if(Counter >= Period - 1) NextState = SWITCH;
                else if(Counter >= TransitionTime - 1) NextState = OFF;
                else if (BurstCounter >= BurstTransitionTime - 1) NextState = BURSTOFF;
                else NextState = BURSTON;
        BURSTOFF:                                    
                if(Counter >= Period - 1 ) NextState = SWITCH;
                else if(Counter >= TransitionTime - 1) NextState = OFF;
                else if(BurstCounter >= BurstPeriod - 1) NextState = BURSTSWITCH;
                else NextState = BURSTOFF;
        BURSTSWITCH:                                 
                if(Counter >= Period - 1 ) NextState = SWITCH;
                else if(Counter >= TransitionTime - 1) NextState = OFF;
                else NextState = BURSTON;
        SWITCH:                                      
                if(BurstMode) NextState = BURSTON;
                else NextState = ON;
        default:
                NextState <= START;
     endcase
     end        
  always @(SysClk) begin
    case(CurrentState) 
    START: begin
            Counter = 0;
            BurstCounter = 0;
            Out = 0;
     end
     ON:  begin
            Counter = Counter + 1;
            BurstCounter = 0;
            Out = 1;
     end
     OFF: begin
            Counter = Counter + 1;
            BurstCounter = 0;
            Out = 0;
     end
     BURSTON: begin
            Counter = Counter + 1;
            BurstCounter = BurstCounter + 1;
            Out = 1;
     end
     BURSTOFF: begin
            Counter = Counter + 1;
            BurstCounter = BurstCounter + 1;
            Out = 0;
     end
     BURSTSWITCH: begin
            Counter = Counter + 1;
            BurstCounter = 1;
            Out = 1;
     end
     SWITCH: begin
            Counter = 0;
            BurstCounter = 0;
            Out = 1;
     end
     default: begin
            Counter = 0;
            BurstCounter = 0;
            Out = 0;
     end
     endcase
     end
endmodule
==> flow_summary.yaml <==
# physical design summary
die:
  die_w_um: 117
  fp_util_pct: 17.8
  ios: 41
  std_cell_rows: 35
  core_um2: 9200
  dieArea_um2: 13700
  die_y_um: 117
power_and_ir_drop:
  clockPowerShare_pct: 51.9
  p_seq_share_pct: 42.9
  finalPower_w: 0.000954
  ir_worst_vdd_uv: 142
  p_leak_nw: 0.798
  intPower_w: 0.000767
  comb_power_share_pct: 5.2
  powerDensity_nw_per_um2: 438
  power_switching_w: 0.000187
  power_switching_share_pct: 19.6
route:
  drc_errors: 0
  totalWireLength_um: 3470
  via_per_inst: 3.83
  num_vias: 1231
  dr.pass1.iters: 4
  drtIter0Drc: 27
  diodes: 0
  drtAntennaViolNets: 0
  routedWlPerCell_um: 10.8
layout:
  syn_to_final_growth_pct: 33.3
  instances_no_fill: 321
  drive_above_1_share_pct: 8.10
  nFillCells: 974
sta:
  hold_viol_final: 0
  rsz0062_at_grt: "false"
  finalMaxSlewViolations: 0
  setup_viol_count_final: 0
  slew_headroom_pct: 65.9
  worst_slew_pin_slew_ns: 0.511
  fin_setup_tns_ns: 0
  finClkSkew_ns: 0.00370
global_route:
  grt_overflow: 0
  track_usage_pct: 4.85
  grt_pass1_wl_um: 5420
  antenna_found_initial: 0
  grt_max_degree: 15
  grt_pass1_vias: 1191
setup_path:
  cp_max_fo: 2
  cp_data_arrival_time_ns: 2.21
  path_class: "clk2out"
  cp-start-kind: "clock port"
  required_ns: 2.56
  regToRegSetupSlack_ns: 0.62
  timing.rr.start: "ssd.anode_count[2]"
  crit_start: "CLK100MHZ"
  end_kind: "output port"
cts:
  cts.reportedPaths.clkPinSlew_ns: 0.06
  tritoncts: "built"
  postCtsSetupRepairBufs: 0
  hold_buffers: 0
  clk_latency_ns: 0.38
  postCtsResizedCells: 0
placed_design:
  dp.cells: 310
  dp_hpwl_um: 2580
  port_buffers: 33
  place.gp.congestion: 0.773
status:
  status: "complete, no violations"
synth:
  syn_area_per_cell_um2: 9.34
  ys_seq_share_pct: 39.2
  ys_ff: 32
  synth.yosys.chip_area_um2: 1630
  synth-edff-count: 0
  ys_cells: 175
  yosysWarnings: 22
  syn-instance-count: 175
  synth.distinct_cells: 39
  async_reset_ff_share_pct: 0
  syn_area_um2: 1630
  synthFlopType: "dfxtp_1"
job:
  cap_violations: 0
  warnings: 37
hold_path:
  holdCritStartpoint: "ssd.refresh_count[0]"
  hold_path.class: "reg2reg"
logic make-up (layout without fill, tap and decap cells):
| kind of cell | count (synthesis) | count (layout) | share of synthesized area (%) |
|---|---|---|---|
| AND-OR/OR-AND | 15 | 15 | 7.12 |
| other | 2 | 7 | 0.460 |
| multiplexers | 8 | 8 | 5.90 |
| XOR/XNOR | 14 | 14 | 7.50 |
| flip-flops | 32 | 32 | 39.2 |
| AND/OR/NAND/NOR | 63 | 63 | 19.1 |
| buffers and inverters | 25 | 55 | 8.42 |
| adder cells (fa/ha/maj) | 16 | 16 | 12.3 |
state kept, by name, summed over array words and instances, names as in the netlist:
name,cells
ssd.anode,8
ssd.ct.cathode,7
ssd.anode_count,3
ssd.refresh_count,14
synthesized netlist by cell type (all sizes together) (3+ instances only):
| cell type | n | share of area [%] |
|---|---|---|
| and3 | 3 | 1.1 |
| buf | 12 | 5.4 |
| dfxtp | 32 | 39 |
| ha | 16 | 12 |
| inv | 11 | 2.5 |
| mux2 | 3 | 2.1 |
| mux2i | 4 | 2.5 |
| nand2 | 10 | 2.3 |
| nand3 | 8 | 2.5 |
| nand4 | 3 | 1.1 |
| nor2 | 22 | 5.1 |
| nor3 | 4 | 1.2 |
| o22ai | 3 | 1.1 |
| xnor2 | 11 | 5.9 |
| xor2 | 3 | 1.6 |
path summary, 6_finish.rpt:
kind / end / cells past startpoint
worst max register to register: ssd.ct.cathode[3] / 7
worst min-delay path: ssd.refresh_count[0] / 1
worst max-delay path: JA[4] / 3
worst min register to register: ssd.refresh_count[0] / 1
layout make-up:
type	count	area (µm²)	area share, %
clock buffer	9	120	5.51
clock inverter	3	42.5	1.95
inverter	11	41.3	1.90
multi-input combinational	123	875	40.1
sequential	32	641	29.4
tap	111	139	6.38
timing repair buffer	32	320	14.7
critical path: stages:
cell,delay [ns]
clkbuf_8,0.11
clkbuf_8,0.11
clkdlybuf4s50_1,0.39
placed cells by master, fill, tap and decap left out, types with 3 or more instances in the layout:
cell / Yosys / routed
and3_1: 3 / 3
clkdlybuf4s50_1: 0 / 33
clkbuf_8: 0 / 8
xnor2_1: 11 / 11
nor2_1: 22 / 22
mux2_2: 3 / 3
inv_1: 11 / 11
nor3_1: 4 / 4
o22ai_1: 3 / 3
xor2_1: 3 / 3
nand3_1: 8 / 8
nand2_1: 10 / 10
dfxtp_1: 32 / 32
ha_1: 16 / 16
nand4_1: 3 / 3
mux2i_1: 4 / 4
conb_1: 2 / 7
routing by layer:
metal | track usage (%) | routed length, µm | vias to the layer above
met5 | 0 | 0 | -
met3 | 2.17 | 304 | 3
met2 | 7.76 | 1580 | 37
met4 | 0.906 | 28 | 0
met1 | 5.96 | 1560 | 546
li1 | - | - | 645
power by group through the flow:
stage | sequential (W) | clock (W) | combinational (W)
4_1_cts | 0.000409 | 0.000509 | 0.0000505
5_1_grt | 0.000409 | 0.000533 | 0.0000550
6_report | 0.000409 | 0.000495 | 0.0000495
per-stage QoR:
step | worst slack (ns) | cell area [µm²] | hold WS, ns | util [%]
floorplan | 0.851 | 1650 | 0.441 | -
global placement | 0.555 | 2030 | 0.463 | 22.0
detailed placement | 0.505 | 2030 | 0.471 | 22.0
CTS | 0.323 | 2180 | 0.486 | 23.7
global route | 0.313 | 2180 | 0.508 | 23.7
finish | 0.345 | 2180 | 0.485 | 23.7
Power is estimated from default activity; no workload was simulated.
