File: flow/config.mk
export PLATFORM = sky130hd
export DESIGN_NAME = Sixteen_Bit_Adder
export DESIGN_NICKNAME = Sixteen_Bit_Adder
export VERILOG_FILES = /design/flow/design.v
export SDC_FILE = /design/flow/constraint.sdc
export NUM_CORES = 4
export LEC_CHECK = 1
export CORE_AREA = 10 10 70 70
export DIE_AREA = 0 0 80 80
File: flow/constraint.sdc
current_design Sixteen_Bit_Adder

set clk_period 6.3
set clk_io_pct 0.2

create_clock -name clk0 -period $clk_period

set non_clock_inputs [all_inputs -no_clocks]
set_input_delay [expr $clk_period * $clk_io_pct] -clock clk0 $non_clock_inputs
set_output_delay [expr $clk_period * $clk_io_pct] -clock clk0 [all_outputs]
File: flow/design.v
`timescale 1ns / 1ns
module Four_Bit_Adder(A,B,ci,S,co);
input [3:0] A;  
input [3:0] B;  
input ci;       
output reg [3:0] S;  
output reg co;    
assign C1 = A[0]*ci+B[0]*ci+A[0]*B[0];
assign C2 = A[1]*(A[0]*ci+B[0]*ci+A[0]*B[0])+B[1]*(A[0]*ci+B[0]*ci+A[0]*B[0])+A[1]*B[1];
assign C3 = A[2]*(A[1]*(A[0]*ci+B[0]*ci+A[0]*B[0])+B[1]*(A[0]*ci+B[0]*ci+A[0]*B[0])+A[1]*B[1])+B[2]*(A[1]*(A[0]*ci+B[0]*ci+A[0]*B[0])+B[1]*(A[0]*ci+B[0]*ci+A[0]*B[0])+A[1]*B[1])+A[2]*B[2];
assign C4 = A[3]*(A[2]*(A[1]*(A[0]*ci+B[0]*ci+A[0]*B[0])+B[1]*(A[0]*ci+B[0]*ci+A[0]*B[0])+A[1]*B[1])+B[2]*(A[1]*(A[0]*ci+B[0]*ci+A[0]*B[0])+B[1]*(A[0]*ci+B[0]*ci+A[0]*B[0])+A[1]*B[1])+A[2]*B[2])+B[3]*(A[2]*(A[1]*(A[0]*ci+B[0]*ci+A[0]*B[0])+B[1]*(A[0]*ci+B[0]*ci+A[0]*B[0])+A[1]*B[1])+B[2]*(A[1]*(A[0]*ci+B[0]*ci+A[0]*B[0])+B[1]*(A[0]*ci+B[0]*ci+A[0]*B[0])+A[1]*B[1])+A[2]*B[2])+A[3]*B[3];
always @(*) 
    if(C4)
        co = 1;
    else
        co = 0;
always @(*) 
    if(!A[0]*!B[0]*ci+!A[0]*B[0]*!ci+A[0]*!B[0]*!ci+A[0]*B[0]*ci)
        S[0] = 1;
    else 
        S[0] = 0;
always @(*)
    if(!A[1]*!B[1]*C1+!A[1]*B[1]*!C1+A[1]*!B[1]*!C1+A[1]*B[1]*C1)
        S[1] = 1;
    else 
        S[1] = 0;
always @(*)
    if(!A[2]*!B[2]*C2+!A[2]*B[2]*!C2+A[2]*!B[2]*!C2+A[2]*B[2]*C2)
        S[2] = 1;
    else 
        S[2] = 0;
always @(*)
    if(!A[3]*!B[3]*C3+!A[3]*B[3]*!C3+A[3]*!B[3]*!C3+A[3]*B[3]*C3)
        S[3] = 1;
    else 
        S[3] = 0;
endmodule
`timescale 1ns / 1 ns
module Sixteen_Bit_Adder(A,B,S,co,ci);
input [15:0] A;  
input [15:0] B;  
input ci;        
output [15:0] S;  
output co;        
wire c2,c3,c4;  
wire [3:0] a0,a1,a2,a3,b0,b1,b2,b3,s0,s1,s2,s3;   
assign a0 = A[3:0];
assign a1 = A[7:4];
assign a2 = A[11:8];
assign a3 = A[15:12];
assign b0 = B[3:0];
assign b1 = B[7:4];
assign b2 = B[11:8];
assign b3 = B[15:12];
assign S = {s3,s2,s1,s0};     
Four_Bit_Adder FB1(a0,b0,ci,s0,c2);
Four_Bit_Adder FB2(a1,b1,c2,s1,c3);
Four_Bit_Adder FB3(a2,b2,c3,s2,c4);
Four_Bit_Adder FB4(a3,b3,c4,s3,co);
endmodule
File: flow/run.sh
#!/bin/bash
# OpenROAD 26Q1-2900-gdf79404cd8, Yosys 0.63+post, stock flow scripts
make -C /OpenROAD-flow-scripts/flow DESIGN_CONFIG=/design/flow/config.mk WORK_HOME=/design/flow/orfs finish
==> impl_metrics.json <==
{
  "run_status": "finished with violations",
  "failed_checks": "negative setup slack",
  "drtAntennaViolNets": 0,
  "drtIter0Drc": 3,
  "portBuffers": 50,
  "number_of_warnings_in_the_stage_logs": 35,
  "io_pins": 50,
  "netlist_area_sq_um": 365,
  "flop-count": 0,
  "grt_pass1_vias": 507,
  "grt_antenna_before_repair": 0,
  "worst_hold_check_path_type": "in2out",
  "fmax_mhz": 120,
  "place.detailed.hpwl_mm": 1.65,
  "synthCells": 28,
  "cap_viol_max_count": 0,
  "viasPerCell": 3.36,
  "global_route.usage.total": 0.0497,
  "clock_buffer_count": 0,
  "die_height_um": 80,
  "worst_pin_slew_ns": 0.199,
  "period_used_share": 1.32,
  "layout.cells.most_common": "sky130_fd_sc_hd__clkdlybuf4s50_1",
  "synth_seq_share": 0,
  "report.final.slew_viol_count": 0,
  "num_vias": 427,
  "worst-endpoint-arrival_ns": 7.05,
  "hold_viol": 0,
  "wire_length_of_the_first_global_routing_pass_mm": 2.47,
  "detailedRoute.firstPassIterationCount": 2,
  "rsz0062_at_grt": "true",
  "ys_cells": 28,
  "ir_drop_mv": 0.0314,
  "drc": 0,
  "final_layout_size_suffix_gt1_frac": 0.432,
  "worstSetupEndpointType": "output port",
  "finalWeightedCongestion": 0.891,
  "final_layout_top_logic_cells": "sky130_fd_sc_hd__clkdlybuf4s50_1 (36), sky130_fd_sc_hd__fa_2 (15), sky130_fd_sc_hd__buf_2 (8)",
  "floorplan.die.width_um": 80,
  "area_delta_synth_final_pct": 168,
  "report.power.total_w": 0.0000859,
  "die_area_sq_um": 6400,
  "wl_per_cell_um": 13.1,
  "ff_latch_area_sq_um": 0,
  "timing.final.crit_period_ns": 8.31,
  "routed_wl_mm": 1.67,
  "cellPowerDensity_nw_per_um2": 87.6,
  "worst-setup-path-type": "in2out",
  "synth.yosys.warnings": 5,
  "detail_route.antenna_diodes": 0,
  "worstSetupStartpointType": "input port",
  "fin_ws_ns": -2.01,
  "dp_slack_ns": -2.89,
  "final-comb-area_sq_um": 380,
  "placeableCoreArea_sq_um": 3420,
  "worst-path-max-fanout": 2,
  "initCoreUtil": 0.107,
  "critPathRequiredTime_ns": 5.04,
  "cellLeakagePower_nw": 0.380,
  "slew-limit-headroom": 0.867,
  "n_fill_cell": 357,
  "post_synth_num_cell_types": 5,
  "core.rowCount": 21,
  "timing.final.setup_violations": 7,
  "grt_max_degree": 4,
  "avgSynthCellArea_sq_um": 13.0,
  "globalRoute.totalOverflow": 0,
  "synth-area-yosys_sq_um": 365
}
power by group:
part	total [W]	switching, W	internal (W)
Combinational	0.0000859	0.0000264	0.0000594
Sequential	0	0	0
Clock	0	0	0
cell type report:
cell class	count	share of cell area
tap	46	0.0587
inverter	9	0.0524
timing repair buffer	53	0.501
multi-input combinational	19	0.388
critical path, stage by stage:
cell	delay [ns]
sky130_fd_sc_hd__buf_8	0.11
sky130_fd_sc_hd__inv_12	0.04
sky130_fd_sc_hd__fa_2	0.19
sky130_fd_sc_hd__inv_2	0.04
sky130_fd_sc_hd__fa_2	0.34
sky130_fd_sc_hd__fa_2	0.35
sky130_fd_sc_hd__fa_2	0.36
sky130_fd_sc_hd__fa_2	0.35
sky130_fd_sc_hd__fa_2	0.34
sky130_fd_sc_hd__fa_2	0.34
sky130_fd_sc_hd__fa_2	0.34
sky130_fd_sc_hd__fa_2	0.34
sky130_fd_sc_hd__fa_2	0.34
sky130_fd_sc_hd__fa_2	0.34
sky130_fd_sc_hd__fa_2	0.34
sky130_fd_sc_hd__fa_2	0.36
sky130_fd_sc_hd__fa_2	0.41
sky130_fd_sc_hd__a21o_2	0.22
sky130_fd_sc_hd__o21ai_4	0.06
sky130_fd_sc_hd__fa_2	0.44
sky130_fd_sc_hd__inv_1	0.05
sky130_fd_sc_hd__buf_2	0.09
what timing repair did:
item | 4_1_cts | 5_1_grt
pin swaps | 18 | 16
endpoints found under the hold margin | 0 | 0
setup buffers | 1 | 0
setup endpoints to repair | 10 | 9
resized | 48 | 1
hold buffers | 0 | 0
worst paths after layout:
check,start,end,cells after the start
hold / removal,A[14],S[14],3
setup / recovery,A[0],S[15],22
metrics by stage:
stage                     utilization  instance area [sq um]  hold slack [ns]  TNS (ns)  cells
after CTS                       0.285                    972             3.22    -11.53    127
after detailed placement        0.292                    997             3.52    -16.66    126
after global routing            0.287                    980             3.23    -10.13    127
after floorplan                     -                    424             2.55     -6.36     28
after global placement          0.292                    997             3.52    -16.46    126
final                           0.287                    980             3.21     -9.10    127
cells by family (layout without fill, tap and decap cells):
family	Yosys count	after routing	share of synthesized area
buffers and inverters	9	62	0.0925
xor gates and xnor gates	2	2	0.0480
AOI/OAI and AO/OA	2	2	0.0377
adders and majority gates	15	15	0.822
routing by layer:
layer,track usage,vias up,wire (um)
met5,0,-,0
met4,0,0,0
met3,0.0591,0,513
met2,0.0666,52,559
met1,0.0532,191,594
li1,-,184,-
Yosys cell counts:
library cell              instances  area [sq um]
sky130_fd_sc_hd__fa_1            15           300
sky130_fd_sc_hd__xnor2_1          2          17.5
sky130_fd_sc_hd__a21o_2           1          8.76
sky130_fd_sc_hd__o21ai_0          1          5.00
sky130_fd_sc_hd__inv_1            9          33.8
No activity file was given, so power comes from the tool's default toggle rates.
