<file path="./constraint.sdc">
current_design num_ones

set clk_period 5.1
set clk_io_pct 0.2

create_clock -name clk0 -period $clk_period

set non_clock_inputs [all_inputs -no_clocks]
set_input_delay [expr $clk_period * $clk_io_pct] -clock clk0 $non_clock_inputs
set_output_delay [expr $clk_period * $clk_io_pct] -clock clk0 [all_outputs]
</file>
<file path="./run.sh">
#!/bin/bash
# OpenROAD 26Q1-2900-gdf79404cd8, Yosys 0.63+post, stock flow scripts
make -C /OpenROAD-flow-scripts/flow DESIGN_CONFIG=/design/flow/config.mk WORK_HOME=/design/flow/orfs finish
</file>
<file path="./design.v">
`timescale 1ns/10ps
module num_ones
  #
  (
   parameter BITS      = 16
   )
  (
   input wire [BITS-1:0]         SW,
   output logic [$clog2(BITS):0] LED
   );
  always_comb begin
    LED = '0;
    for (int i = $low(SW); i <= $high(SW); i++) begin
      LED += SW[i];
    end
  end
endmodule
</file>
<file path="./config.mk">
export PLATFORM = sky130hd
export DESIGN_NAME = num_ones
export DESIGN_NICKNAME = num_ones
export VERILOG_FILES = /design/flow/design.v
export SDC_FILE = /design/flow/constraint.sdc
export NUM_CORES = 4
export LEC_CHECK = 1
export CORE_AREA = 10 10 75 75
export DIE_AREA = 0 0 85 85
</file>
==> impl_metrics.ini <==
; synthesis and place-and-route metrics
[min_path]
hold_class = in -> out
hold_depth = 8
min_to = LED[4]
hp-start = SW[5]

[timing]
hold_ws_ns = 2.98
grt_setup_unrepaired = true
fin_crit_sh_pct = 99.7
fin_setup_tns_ns = 0
setup_viol = 0
max_slew_margin_pct = 92.3
slew_violations = 0
fmaxAchievable_mhz = 197
setup_ws_ns = 0.0166
final.min_clock_period_ns = 5.08
hold_viol_final = 0
worst_slew_pin_slew_ns = 0.114

[critical_path]
cp.arrival_ns = 4.06
required_ns = 4.08
endpoint_kind = primary output
critical_path.startpoint_type = input pin
crit_fanout = 2
path_class = in -> out

[synth]
ys_cells = 47
ys_types = 8
yosysTopAreaCellShare_pct = 49.1
ys_seq_share_pct = 0
yosysMostFrequentCell = inv_1
syn-cell-area_um2 = 408
common_cells = inv_1, fa_1, ha_1, xnor2_1
syn_area_per_cell_um2 = 8.68
yosys_area_um2 = 408
top_cells_by_area = fa_1, inv_1, ha_1
synth_area_leader_cell = fa_1
syn_inst = 47
synth_warnings = 1

[routing]
vias = 327
vias_per_cell = 2.68
ant_nets = 0
drc_errors = 0
n_antenna_cell = 0
dr.pass1.iters = 2
routed_wl_um = 875
routedWlPerCell_um = 7.17
drt-initial-drc-count = 4

[pwr]
p_leak_nw = 0.373
p_int_uw = 153
power_density_nw_per_um2 = 369
power_frac_seq_pct = 0
vdd_drop_max_mv = 0.109
swShare_pct = 38.7
total_power_uw = 249
switching_power_uw = 96.3
power_frac_comb_pct = 100.0
clkPwrFrac_pct = 0

[placement]
gp_congestion = 0.661
dp_cells = 121
pre_cts_ws_ns = -0.890
io_buffers = 21
place_hpwl_um = 851
place_area_um2 = 703

[global_routing]
first_global_vias = 373
antenna_found_initial = 0
top_usage_layer = met2
grt_util_all_layers_pct = 2.37
grtUsageMet3_pct = 0.674
grt_first_pass_wirelength_um = 1490
grt_overflow_total = 0
grt_max_degree = 4
gr-usage-met2_pct = 4.29
grtUsageMet1_pct = 2.87

[layout]
fin_area_um2 = 674
clock_buffers = 0
flops = 0
areaGrowthSynthToFinish_pct = 65.3
layoutNonFillerInstCount = 122
drive_above_1_share_pct = 38.9
regArea_um2 = 0
final_util_pct = 16.6

[floorplan]
pin_count = 21
fp-utilization_pct = 10.1
fp.dieH_um = 85
num_rows = 23
die_area_um2 = 7230
die_x_um = 85
coreArea_um2 = 4060

[flow_run]
drv_cap = 0
warnings = 34

[clocking]
cts_hold_buf = 0

[status]
status = complete, no violations
==> metal layers <==
| metal | vias up | routed length [um] |
|---|---|---|
| met3 | 0 | 79 |
| met4 | 0 | 0 |
| met1 | 142 | 379 |
| li1 | 173 | - |
| met2 | 12 | 416 |
| met5 | - | 0 |
==> cell usage in the layout (no fill, tap or decap), drive strengths merged <==
master,synthesis,routed
a21oi,1,1
nor2b,1,1
a21o,1,1
o21a,1,1
buf,0,16
xnor2,2,2
clkbuf,0,1
fa,10,10
inv,26,26
ha,5,5
clkdlybuf4s50,0,8
==> critical path, stage by stage <==
cell	delay, ns
buf_6	0.07
inv_2	0.03
fa_1	0.58
fa_1	0.45
fa_1	0.52
fa_1	0.41
inv_1	0.07
ha_2	0.18
inv_2	0.04
fa_2	0.36
buf_6	0.13
xnor2_2	0.11
buf_2	0.11
==> cells by family after synthesis <==
family	count (synthesis)	share of synthesized area (%)
buffers and inverters	26	23.9
adder cells (fa/ha/maj)	15	64.4
AND-OR/OR-AND	3	5.83
XOR/XNOR	2	4.30
AND/OR/NAND/NOR	1	1.53
==> area by class of cell <==
class	instances	area (um^2)
inverter	26	97.6
timing repair buffer	25	191
tap	50	62.6
fill	453	3380
multi-input combinational	21	323
==> worst max path at each step <==
| stage | startpoint | to | slack, ns | depth (start not counted) |
|---|---|---|---|---|
| after global routing | SW[3] | LED[4] | -0.14 | 13 |
| final | SW[3] | LED[2] | 0.02 | 13 |
| after CTS | SW[3] | LED[4] | -0.04 | 13 |
==> power by group through the flow <==
stage / clock network [mW] / logic (mW) / registers [mW]
after CTS: 0 / 0.235 / 0
after global routing: 0 / 0.290 / 0
final: 0 / 0.249 / 0
==> timing repair <==
action,CTS,global route
endpoints found under the setup margin,5,4
buffers inserted,0,1
pin swaps,10,4
gates resized,49,4
Power is estimated from default activity; no workload was simulated.
